### flow/design.v
module top (
    output [5:0] led,
    input clk
);
reg [31:0] clockCounter = 0;  
always @(posedge clk) begin
    clockCounter <= clockCounter + 1;
end
assign led[0] = clockCounter[24];    
assign led[5:1] = 5'b11111;          
endmodule
### flow/run.sh
#!/bin/bash
# OpenROAD 26Q1-2900-gdf79404cd8, Yosys 0.63+post, stock flow scripts
make -C /OpenROAD-flow-scripts/flow DESIGN_CONFIG=/design/flow/config.mk WORK_HOME=/design/flow/orfs finish
### flow/config.mk
export PLATFORM = sky130hd
export DESIGN_NAME = top
export DESIGN_NICKNAME = top
export VERILOG_FILES = /design/flow/design.v
export SDC_FILE = /design/flow/constraint.sdc
export NUM_CORES = 4
export LEC_CHECK = 1
export CORE_AREA = 10 10 90 90
export DIE_AREA = 0 0 100 100
### flow/constraint.sdc
current_design top

set clk_period 3.5
set clk_io_pct 0.2

create_clock -name clk0 -period $clk_period [get_ports {clk}]

set non_clock_inputs [all_inputs -no_clocks]
set_input_delay [expr $clk_period * $clk_io_pct] -clock clk0 $non_clock_inputs
set_output_delay [expr $clk_period * $clk_io_pct] -clock clk0 [all_outputs]
==> out/qor.csv <==
stage,metric,value,unit
yosys,post_synth_num_cell_types,20,
yosys,enable_flop_cells,0,
final_layout,top_regs,clockCounter: 25 flops,
yosys,ys_ff,25,
setup_path,timing.critical_path.slowest_stage_cell,sky130_fd_sc_hd__clkdlybuf4s50_1,
detailed_routing,final_antenna_net_count,0,
setup_path,r2r_start,clockCounter[0],
place,place_congestion,0.7666,
global_route,grt_pass1_wl,2428,um
pwr,switching_power_total,0.08511,mW
clock_network,cts.htree.levels,1,
flow_run,count_of_max_cap_constraint_violations,0,
yosys,yosys-stat-area,1012,um2
final_layout,seq_area,500.5,um2
pwr,power_per_cell_area,397.0,nW/um2
pwr,comb_power_share,0.001,
timing,timing.final.setup_violations,0,
final_layout,flow.area_growth_from_synthesis,11.62,%
timing,finalHoldWorstSlack,404.2,ps
detailed_routing,total_vias_in_the_final_route,606,
final_layout,multiInputGateArea,473.0,um2
yosys,yosys_most_used_dff,sky130_fd_sc_hd__dfxtp_1,
clock_network,ctsHoldBuffers,0,
setup_path,critPathMaxStageDelay,470,ps
hold_path,min-delay-path-class,reg2reg,
pwr,seq_power_share,0.633,
clock_network,clock_insertion_delay_worst_skew,260,ps
clock_network,cts_tree,done,
clock_network,cts_root_buf,sky130_fd_sc_hd__clkbuf_8,
setup_path,critical-path-top-delay-family,buffers and inverters,
place,input_output_buffers,1,
global_route,first_global_vias,584,
timing,max_freq,562.6,MHz
timing,slew_viol_final,0,
yosys,post_synth_instance_area,1012,um2
timing,final_period_util,0.5079,
yosys,yosys_warnings,1,
setup_path,cp_max_fo,2,
floorplan,effective_utilization_at_floorplan,0.1613,
timing,grt_setup_unrepaired,no,
setup_path,worstPathBufferInverterCount,1,
final_layout,fillers,697,
yosys,ys_cells,97,
floorplan,core_area,6277,um2
pwr,power.switching_fraction,0.1897,
clock_network,clkSlewWorstSetupHoldPaths,90,ps
timing,report.final.hold_viol_count,0,
setup_path,crit_start,clockCounter[24],
global_route,global_route.overflow_total,0,
global_route,antenna_found_initial,0,
pwr,peakVddDrop,300.4,uV
global_route,groute.usage.overall,0.02769,
clock_network,postCtsSetupBuffers,0,
detailed_routing,route.detailed.vias_per_inst,3.443,
setup_path,r2r_setup_slack,1850,ps
yosys,synth_async_sr_flop_share,0,
floorplan,die_height,100,um
outcome,outcome,"finished, final reports clean",
yosys,postSynthCellCount,97,
pwr,cellLeakagePower,0.4726,nW
floorplan,die_area,10000,um2
detailed_routing,detail_route.antenna_diodes,0,
floorplan,die_w,100,um
setup_path,worstSetupEndpointType,output port,
floorplan,io_pins,7,
setup_path,timing_worst_setup_path_type,reg2out,
setup_path,critical_path_depth,1,
pwr,clock_share_of_power,0.366,
detailed_routing,dr.pass1.iters,4,
timing,setup_tns,0,ps
detailed_routing,initialDrtViolationCount,28,
setup_path,timing.critical_path.cells,clkdlybuf4s50_1,
setup_path,r2r_end,clockCounter[20],
setup_path,worst_setup_path_endpoint,led[0],
detailed_routing,route.detailed.drc,0,
final_layout,number_of_flip_flops_under_the_largest_register_name,25,
setup_path,crit_path_start_kind,flop,
final_layout,registers.top_by_ff_count,clockCounter,
place,post-dp-hpwl,978.3,um
clock_network,clock_sink_count,25,
yosys,avgSynthCellArea,10.44,um2
clock_network,ctsLongestPathBuffers,2,
setup_path,cp.arrival,1080,ps
global_route,maximum_number_of_pins_on_one_net_before_global_route_repair,15,
timing,post-route-min-period,1778,ps
detailed_routing,detail_route.wl_per_cell,7.602,um
pwr,internal-power,0.3635,mW
clock_network,total_of_cells_resized_after_clock_tree_synthesis,0,
floorplan,floorplan.rows,29,
setup_path,worst_reg2reg_path_length_in_cells,5,
flow_run,warning_count,25,
timing,post_route_skew,7.017,ps
yosys,ys_seq_frac,0.4944,
final_layout,post_route_cells_drive_above_1_share,0.07071,
setup_path,worstPathRequired,2800,ps
clock_network,tritoncts.num_buffers,3,
detailed_routing,wirelength,1338,um
==> metal layers <==
layer	GRT usage	part of all wire	vias to the layer above
met1	0.03858	0.53	277
met2	0.04082	0.42	6
met4	0.001087	0	0
met3	0.01249	0.048	0
met5	0	0	-
li1	-	-	323
==> cells in the mapped netlist, types with 2 or more instances <==
cell / count / area [um2]
sky130_fd_sc_hd__dfxtp_1: 25 / 500.5
sky130_fd_sc_hd__xor2_1: 14 / 122.6
sky130_fd_sc_hd__xnor2_1: 9 / 78.83
sky130_fd_sc_hd__and3_1: 7 / 43.79
sky130_fd_sc_hd__nand3_1: 7 / 35.03
sky130_fd_sc_hd__buf_4: 6 / 45.04
sky130_fd_sc_hd__nand2_1: 6 / 22.52
sky130_fd_sc_hd__nor2_1: 5 / 18.77
sky130_fd_sc_hd__nand4_1: 4 / 25.02
sky130_fd_sc_hd__nor3_1: 3 / 15.01
sky130_fd_sc_hd__and4_1: 2 / 17.52
==> area by class of cell <==
class                      count  share of cell area
sequential                    25              0.4430
multi-input combinational     68              0.4186
tap                           77             0.08527
clock buffer                   3             0.03654
timing repair buffer           1            0.008859
clock inverter                 1            0.004430
inverter                       1            0.003322
==> worst min path at each step <==
stage / from / to / slack [ps] / cells after the start
6_report: clockCounter[0] / clockCounter[0] / 400 / 1
5_1_grt: clockCounter[0] / clockCounter[0] / 440 / 1
4_1_cts: clockCounter[0] / clockCounter[0] / 410 / 1
==> per-stage QoR <==
step / util / instance area (um2) / setup slack [ps] / std cells / total power [mW]
3_3_place_gp: 0.1726 / 1084 / 1910 / 172 / 0.2914
4_1_cts: 0.1800 / 1130 / 1694 / 176 / 0.4583
6_report: 0.1800 / 1130 / 1722 / 176 / 0.4486
5_1_grt: 0.1800 / 1130 / 1665 / 176 / 0.4669
2_1_floorplan: - / 1027 / 2102 / 101 / 0.2948
3_5_place_dp: 0.1726 / 1084 / 1857 / 172 / 0.2913
==> placed cells by master (no fill, tap or decap) <==
cell type and instances:
sky130_fd_sc_hd__clkinv_2 1, sky130_fd_sc_hd__nand3b_1 1, sky130_fd_sc_hd__nor4_4 1, sky130_fd_sc_hd__nand4_2 1, sky130_fd_sc_hd__conb_1 5, sky130_fd_sc_hd__nor3_2 1
sky130_fd_sc_hd__nand3_1 7, sky130_fd_sc_hd__nand2_1 6, sky130_fd_sc_hd__and4_1 2, sky130_fd_sc_hd__clkdlybuf4s50_1 1, sky130_fd_sc_hd__inv_1 1, sky130_fd_sc_hd__nand4_1 4
sky130_fd_sc_hd__dfxtp_1 25, sky130_fd_sc_hd__nand4bb_1 1, sky130_fd_sc_hd__nor3_1 3, sky130_fd_sc_hd__and3_1 7, sky130_fd_sc_hd__clkbuf_8 3, sky130_fd_sc_hd__xor2_1 14
sky130_fd_sc_hd__xnor2_1 9, sky130_fd_sc_hd__nor2_1 5, sky130_fd_sc_hd__ha_1 1
==> cell families (layout without fill, tap and decap cells) <==
family                     count (synthesis)  in the layout  synth area share
buffers and inverters                      8              6           0.05314
and+or+nand+nor                           39             39            0.2373
adders and majority gates                  1              1           0.01236
xor gates and xnor gates                  23             23            0.1990
DFF                                       25             25            0.4944
other                                      1              5          0.003705
==> power by group through the flow <==
stage | Sequential (mW) | Clock, mW | Combinational [mW]
CTS | 0.284 | 0.174 | 0.000464
global route | 0.284 | 0.182 | 0.000512
finish | 0.284 | 0.164 | 0.000244
Power is estimated from default activity; no workload was simulated.
