[design/flow/run.sh]
#!/bin/bash
# OpenROAD 26Q1-2900-gdf79404cd8, Yosys 0.63+post, stock flow scripts
make -C /OpenROAD-flow-scripts/flow DESIGN_CONFIG=/design/flow/config.mk WORK_HOME=/design/flow/orfs finish
[design/flow/config.mk]
export PLATFORM = sky130hd
export DESIGN_NAME = blinky
export DESIGN_NICKNAME = blinky
export VERILOG_FILES = /design/flow/design.v
export SDC_FILE = /design/flow/constraint.sdc
export NUM_CORES = 4
export LEC_CHECK = 1
export CORE_AREA = 10 10 102 102
export DIE_AREA = 0 0 112 112
[design/flow/constraint.sdc]
current_design blinky

set clk_period 3.5
set clk_io_pct 0.2

create_clock -name clk0 -period $clk_period [get_ports {clk}]

set non_clock_inputs [all_inputs -no_clocks]
set_input_delay [expr $clk_period * $clk_io_pct] -clock clk0 $non_clock_inputs
set_output_delay [expr $clk_period * $clk_io_pct] -clock clk0 [all_outputs]
[design/flow/design.v]
module blinky (
    output out,
    input clk
);
reg [31:0] clockCounter = 0;  
always @(posedge clk) begin
    clockCounter <= clockCounter + 1;
end
assign out = clockCounter[24];  
endmodule
==> notes.org <==
#+TITLE: Physical design notes

** Timing
- Final Hold Violation Tally :: 0
- In this build the clock could be raised as far as 0.561 GHz.
- RSZ-0062 raised after global routing :: false
- Worst-case hold slack :: 0.405 ns
- Post-layout minimum cycle time :: 1.78 ns
- Worst slew margin relative to its limit :: around two thirds
- The final timing summary puts the cycle share of the worst path at 50.9%.
- In the final report, the number of endpoints failing setup comes to 0.
- Max-slew check failures listed in the final report amount to 0.
- At the pin with the least slew margin, the transition time is 0.492 ns.
- Final Skew :: 0.00770 ns
- Final sum of negative setup slack :: 0 ns

** Detailed routing
- Wire length per cell after detailed routing :: 6.26 um
- Per the post-route antenna check, the number of violating nets is 0.
- After the first detailed-routing iteration, the DRC count stood at 35.
- Total length of routed wires :: 1.25 mm
- Detailed routing inserted a total of roughly 590 vias.
- Number of remaining DRC errors :: 0
- The final antenna diode tally reported by the flow is 0.
- Mean number of vias per cell :: 2.97
- Count of TritonRoute iterations in the first routing pass :: 4

** Logic synthesis
- Per the synth log, the flip-flop and latch total comes to 25.
- YS chip area :: 963 um^2
- Sequential elements use 51.9% of the synthesized area.
- The gate-level netlist out of Yosys references 18 unique cell types.
- Yosys cell count :: roughly 90
- For this run, the number of Yosys warnings is 1.
- Synthesized area divided by synthesized cell count :: 10.7 um^2
- Post-synthesis instance area :: 963 um^2
- Synth Instances :: 90

** Clock network
- CTS placed an instance of sky130_fd_sc_hd__clkbuf_8 at the clock tree root.
- Post-CTS timing repair inserted 0 buffers for setup.
- Gates resized, CTS repair :: 0
- Number of sinks handled by clock tree synthesis :: 25
- The CTS report gives the tree buffer count as 3.
- CTS tree :: yes
- Clock latency on the worst-skew pair, taken at its later pin, is 0.26 ns.
- Clock-pin transition on the worst setup and hold timing paths :: 0.08 ns
- Maximum root-to-sink buffer count :: 2
- For this design, the CTS-stage hold fixing added 0 buffers.
- Looking at the clock tree report, the H-tree level count equals 1.

** GRT
- Wire length of the first global-routing pass :: roughly 2.6 mm
- Global routing used 2.25% of the available tracks.
- The via count of the first global-routing pass came to approximately 600.
- Pin count of the biggest net entering global routing :: 15
- Overall overflow remaining after global route :: 0
- Number of antenna violations at the first check in global routing :: 0

** Setup path
- In this run the worst path has a maximum fanout of 2.
- STA classifies the critical path endpoint as a primary output.
- Worst path depth :: 1
- STA puts the critical path data required time at about 2.8 ns.
- The kind of cell with the highest combined delay along the critical path is buffers and inverters.
- Cell with the biggest individual delay on the critical path :: sky130_fd_sc_hd__clkdlybuf4s50_1
- Worst path arrival time :: approximately 1.1 ns
- The critical path is of the reg2out type.
- The number of cells on the worst reg-to-reg path is 5.
- Maximum cell stage delay along the critical path :: 0.47 ns
- Counting both buffers and inverters, the worst setup path holds a total of 1.
- STA classifies the critical path startpoint as a flip-flop.
- The report lists the cells along the critical path as clkdlybuf4s50_1.

** Layout
- Share of post-route cells with drive strength above 1 :: 7.45%
- The register with the most flip-flops in the layout has 25 of them.
- The finished layout reports a core utilization of roughly 14%.
- Largest Register :: clockCounter
- The registers reported with the highest flop counts are clockCounter: 25 flops.
- Relative to the synthesized area, the layout overhead comes to 19.0%.

** Placed design
- Number of port buffers :: 1
- Detailed placement finished with a half-perimeter wire length of about 910 um.
- The final weighted congestion recorded by global placement is 0.760.

** Status
- Run status :: finished, final reports clean

** Power and ir drop
- Power spread over the standard cell area amounts to 390 nW/um^2.
- Maximum ir drop on the vdd rail :: ~0.3 mV
- Per the OpenROAD power report, leakage power amounts to 0.456 nW.

** Die
- The core region is 8220 um^2.
- Number of rows in the core area :: 33
- I/O pin count :: 2
- Starting density of the core :: 11.7%
- Width of the chip :: 112 um
- Area of the die :: 12500 um^2
- From bottom edge to top edge, the die measures 112 um.

** Job
- In this run the maximum-capacitance check reported violations numbering 0.
- Tool warnings :: 25

** Hold path
- According to the hold report, the worst path is of the reg2reg type.
- Number of cells traversed by the worst hold path :: 1
cell type report:
cell class	count	area (um^2)
Fill cell	898	7070
Timing Repair Buffer	1	10.0
Clock buffer	3	41.3
Clock inverter	1	5.00
Inverter	1	3.75
Sequential cell	25	500
Multi-Input combinational cell	63	454
Tap cell	105	131
worst reg2reg max path, delay by kind of cell (launching register included):
| kind | cells | cell delay, ns |
|---|---|---|
| simple gates | 3 | 0.88 |
| flops | 1 | 0.36 |
| fa+ha+maj | 1 | 0.20 |
| xor+xnor | 1 | 0.16 |
per-layer routing:
layer / routed length, um / vias up / GRT usage [%] / part of all wire (%)
li1: - / 317 / - / -
met1: 695 / 265 / 2.97 / 56
met2: 480 / 7 / 3.50 / 39
met3: 63 / 2 / 0.977 / 5.1
met4: 7 / 0 / 0.169 / 0.56
met5: 0 / - / 0 / 0
logic make-up after synthesis:
kind of cell	Yosys count	synth area share, %
adders and majority gates	1	1.30
and+or+nand+nor	39	24.9
xor gates and xnor gates	23	20.9
buffers and inverters	2	0.908
DFF	25	51.9
power by group:
part / switching, mW / internal (mW) / total (mW)
sequential: 0 / 0.284 / 0.284
clock: 0.0838 / 0.0794 / 0.163
combinational: 0 / 0 / 0.000000230
total: 0.0838 / 0.363 / 0.447
stage by stage:
| step | cells | power, mW | worst slack [ns] | area (um^2) |
|---|---|---|---|---|
| finish | 199 | 0.447 | 1.72 | 1150 |
| global route | 199 | 0.468 | 1.67 | 1150 |
| CTS | 199 | 0.455 | 1.69 | 1150 |
| detailed placement | 195 | 0.291 | 1.86 | 1100 |
| global placement | 195 | 0.291 | 1.91 | 1100 |
| floorplan | 90 | 0.291 | 2.10 | 963 |
worst paths after layout:
check                                      start  slack, ns                to
worst max-delay path            clockCounter[24]       1.72               out
worst min-delay path             clockCounter[0]       0.40   clockCounter[0]
worst max register to register   clockCounter[0]       1.85  clockCounter[20]
worst min register to register   clockCounter[0]       0.40   clockCounter[0]
placed cells by master, fill, tap and decap left out, drive strengths merged:
cell	count
dfxtp	25
nor4	1
ha	1
clkinv	1
nand3b	1
nand2	6
inv	1
clkdlybuf4s50	1
xor2	14
clkbuf	3
nor2	5
nand4bb	1
and3	7
nor3	4
and4	2
nand3	7
xnor2	9
nand4	5
cells in the mapped netlist:
library cell | number | area share (%)
sky130_fd_sc_hd__xor2_1 | 14 | 13
sky130_fd_sc_hd__nor4_4 | 1 | 2.2
sky130_fd_sc_hd__nor3_2 | 1 | 1.0
sky130_fd_sc_hd__inv_1 | 1 | 0.39
sky130_fd_sc_hd__and3_1 | 7 | 4.5
sky130_fd_sc_hd__dfxtp_1 | 25 | 52
sky130_fd_sc_hd__and4_1 | 2 | 1.8
sky130_fd_sc_hd__nand4bb_1 | 1 | 1.2
sky130_fd_sc_hd__nand3_1 | 7 | 3.6
sky130_fd_sc_hd__ha_1 | 1 | 1.3
sky130_fd_sc_hd__nand3b_1 | 1 | 0.78
sky130_fd_sc_hd__nand4_1 | 4 | 2.6
sky130_fd_sc_hd__nor2_1 | 5 | 1.9
sky130_fd_sc_hd__nor3_1 | 3 | 1.6
sky130_fd_sc_hd__buf_2 | 1 | 0.52
sky130_fd_sc_hd__nand2_1 | 6 | 2.3
sky130_fd_sc_hd__nand4_2 | 1 | 1.3
sky130_fd_sc_hd__xnor2_1 | 9 | 8.2
Power is estimated from default activity; no workload was simulated.
